`flow/config.mk`:
```
export PLATFORM = sky130hd
export DESIGN_NAME = adder32
export DESIGN_NICKNAME = adder32
export VERILOG_FILES = /design/flow/design.v
export SDC_FILE = /design/flow/constraint.sdc
export NUM_CORES = 4
export LEC_CHECK = 1
export CORE_AREA = 10 10 82 82
export DIE_AREA = 0 0 92 92
```
`flow/constraint.sdc`:
```
current_design adder32

set clk_period 40.2
set clk_io_pct 0.2

create_clock -name clk0 -period $clk_period

set non_clock_inputs [all_inputs -no_clocks]
set_input_delay [expr $clk_period * $clk_io_pct] -clock clk0 $non_clock_inputs
set_output_delay [expr $clk_period * $clk_io_pct] -clock clk0 [all_outputs]
```
`flow/design.v`:
```
package calculator_pkg;
    parameter DATA_W = 32;
    parameter MEM_WORD_SIZE = 64;
    parameter ADDR_W = 9;
endpackage
import calculator_pkg::*;
module adder32 (
    input logic [DATA_W - 1 : 0] a_i,
    input logic [DATA_W - 1 : 0] b_i,
    output logic [DATA_W - 1 : 0] sum_o
);
    logic [DATA_W:0] c; 
    assign c[0] = 1'b0; 
    genvar i;
    generate
        for (i = 0; i <  DATA_W; i = i + 1) begin : gen_adders_block
	        full_adder fa_inst (
                .a      (a_i[i]),
                .b      (b_i[i]),
                .cin    (c[i]),
                .s      (sum_o[i]),
                .cout   (c[i+1])
            );
	    end 
    endgenerate
endmodule
module full_adder (
    input logic a,
    input logic b,
    input logic cin,
    output logic s,
    output logic cout
);
    assign {cout, s} = a + b + cin;
endmodule
```
`flow/run.sh`:
```
#!/bin/bash
# OpenROAD 26Q1-2900-gdf79404cd8, Yosys 0.63+post, stock flow scripts
make -C /OpenROAD-flow-scripts/flow DESIGN_CONFIG=/design/flow/config.mk WORK_HOME=/design/flow/orfs finish
```
==> Changelog: implementation <==
### Physical design

* Relative slew slack at roughly nine tenths
* Vias in the first global route at 905
* WL per Instance at 15.4 µm
* Peak VDD IR at 0.00000675 V
* Slew Viols, Final at 0
* Ports at 96
* Comb area leader: adder cells
* Final Setup Violations at 0
* # resized after CTS at 0
* Port bufs at approximately 96
* Crit Path Class: primary input to primary output
* Slowest cell on the critical path: clkdlybuf4s50_1
* Hold Fails Final Rpt at 0
* Row count at 26
* Synth cell types at 5
* DR iter-0 viols at 1
* Tmin final at roughly 29 ns
* Top-count cell post-synth: buf_4
* Ys Warns at 0
* Achievable Freq at 0.0344 GHz
* Log Warnings at 32
* Power Density at roughly 15 nW/µm²
* Ys cells at 69
* Setup TNS at 0 ns
* Hold Buf Count CTS at 0
* Ao+oa area frac at 0%
* Hold path endpoint: sum_o[0]
* Worst Path Buf+Inv at 4
* Drt drc at 0
* Clock buf count at 0
* Hold_ws at 17.11 ns
* Initial antenna violation count at 0
* Register area at 0 µm²
* First-pass DRT Iterations at 2
* Yosys top cell area share at about two thirds
* Critical Path AT at 21.02 ns
* Share of cells above drive strength 1 at 0%
* Core ar. at 5070 µm²
* Drt total wl at 3130 µm
* Leakage Power at between 0.6 and 0.7 nW
* CP most frequent cell: fa_1
* Main area contributors: fa_1 (67%), buf_4 (27%), xor3_1 (2.7%), inv_1 (2.1%), ha_1 (1.4%)
* # Post-CTS Setup Buffers at 0
* Synthesized area per cell at between 10 and 15 µm²
* Max_cap viols at 0
* Slowest stage delay, CP at 0.48 ns
* WP data required at between 30 and 40 ns
* Mux share at 0%
* Commonest cells in the netlist: buf_4 (32), fa_1 (30), inv_1 (5)
* XORs/XNORs by Area at 2.65%
* Status: complete, no violations
* Area reported by Yosys stat at 896 µm²
* Vias at 700
* Adder share at between 60% and 70%
* Gr usage total at 7.31%
* Die Width at slightly above 90 µm
* Cell accounting for the most synthesized area: fa_1
* Seq share, synth at 0%
* # diodes at 0
* Area growth, synth to finish at 90.2%
* Dpl hpwl at 3110 µm
* Least-Margin Pin Slew at 0.124 ns
* Cells after synthesis at 69
* Element type at the critical path end: primary output
* Antenna viol nets, final at 0
* Period utilization at between 70% and 80%
* Global-route wire length before repair at 4820 µm
* Worst Hold Depth at 3
* Post-synth design cell area at 896 µm²
* Crit Path Max Fanout at 1
* RSZ-0062 raised after global routing: no
* Seq_cells at 0
* Simple share at 0%
* Largest net degree at the start of global routing at 2
* Filler cells at 508
* Vias per inst at 3.45
* Hold path start: b_i[0]
* CP Launch Type: primary input
* GR Overflow Total at 0
* GPL Wtd Cong at between 0.8 and 0.9
* Top delay family on crit path: adder cells
* Die ar. at 8460 µm²
* Worst hold path type: primary input to primary output
* Die span in y at around 92 µm
* Init Core Util at 17.7%
[worst max-delay path by stage]
stage	from	depth (start not counted)	slack [ns]	endpoint
CTS	a_i[0]	36	11.06	sum_o[31]
global route	a_i[0]	36	10.74	sum_o[31]
finish	a_i[0]	36	11.14	sum_o[31]
[layout by cell type, fill, tap and decap left out]
cell	instances
xor3_1	1
ha_1	1
inv_1	5
fa_1	30
clkdlybuf4s50_1	96
[power breakdown]
group | leakage [nW] | internal [mW] | total, mW | switching [mW]
registers | 0 | 0 | 0 | 0
clock network | 0 | 0 | 0 | 0
logic | 0.643 | 0.0194 | 0.0262 | 0.00674
total | 0.643 | 0.0194 | 0.0262 | 0.00674
[through the flow]
stage	instances	setup slack [ns]	util [%]	power, mW	instance area, µm²
5_1_grt	203	10.74	33.6	0.0296	1700
6_report	203	11.14	33.6	0.0262	1700
3_3_place_gp	203	11.13	33.6	0.0268	1700
4_1_cts	203	11.06	33.6	0.0271	1700
3_5_place_dp	203	11.10	33.6	0.0270	1700
2_1_floorplan	69	12.41	-	0.0128	896
[kinds of logic (layout without fill, tap and decap cells)]
family | count (synthesis) | in the layout
adder cells (fa/ha/maj) | 31 | 31
XOR/XNOR | 1 | 1
buffers and inverters | 37 | 101
[routing by layer]
metal  share of wire (%)  up-vias  wire [µm]  track usage (%)
met5                   0        -          0                0
met4                   0        0          0                0
met3                  27        0        853             7.83
met2                  33       94       1040             9.53
met1                  39      306       1240             8.65
li1                    -      300          -                -
[cell type report]
class | count | area [µm²] | area share [%]
Inverter | 5 | 18.8 | 1.10
Multi-Input combinational cell | 32 | 637 | 37.4
Tap cell | 70 | 87.6 | 5.14
Timing Repair Buffer | 96 | 961 | 56.4
[tightest hold or removal path, stage by stage]
cell	delay [ns]
clkdlybuf4s50_1	0.45
ha_1	0.11
clkdlybuf4s50_1	0.46
Power is estimated from default activity; no workload was simulated.
