$ cat flow/run.sh
#!/bin/bash
# OpenROAD 26Q1-2900-gdf79404cd8, Yosys 0.63+post, stock flow scripts
make -C /OpenROAD-flow-scripts/flow DESIGN_CONFIG=/design/flow/config.mk WORK_HOME=/design/flow/orfs finish
$ cat flow/config.mk
export PLATFORM = sky130hd
export DESIGN_NAME = result_buffer
export DESIGN_NICKNAME = result_buffer
export VERILOG_FILES = /design/flow/design.v
export SDC_FILE = /design/flow/constraint.sdc
export NUM_CORES = 4
export LEC_CHECK = 1
export CORE_UTILIZATION = 30
$ cat flow/constraint.sdc
current_design result_buffer

set clk_period 1.8
set clk_io_pct 0.2

create_clock -name clk0 -period $clk_period [get_ports {clk_i}]

set non_clock_inputs [all_inputs -no_clocks]
set_input_delay [expr $clk_period * $clk_io_pct] -clock clk0 $non_clock_inputs
set_output_delay [expr $clk_period * $clk_io_pct] -clock clk0 [all_outputs]
$ cat flow/design.v
package calculator_pkg;
    parameter DATA_W = 32;
    parameter MEM_WORD_SIZE = 64;
    parameter ADDR_W = 9;
endpackage
import calculator_pkg::*;
module result_buffer  (
    input logic clk_i,                               
    input logic rst_i,                               
    input logic [DATA_W-1 : 0] result_i,        
    input logic loc_sel,                             
    input logic buffer_write,
    output logic [MEM_WORD_SIZE-1 : 0] buffer_o    
);
    logic [MEM_WORD_SIZE-1 : 0] internal_buffer;
    always_ff @(posedge clk_i) begin
        if (rst_i) begin
            internal_buffer <= 0;
        end else if (!buffer_write)begin
            if (loc_sel) begin
                internal_buffer <= {result_i, internal_buffer[31:0]};
            end else begin
                internal_buffer <= {internal_buffer[MEM_WORD_SIZE-1:32], result_i};
            end
        end
    end
	assign buffer_o = internal_buffer;
endmodule
==> out/qor.yml <==
yosys_area_sq_um: 2690
viasPerCell: 4.16
diodes: 0
htreeDepth: 3
routabilityCongestion: 0.704
reg2regPathDepth: 2
ys_seq_share_pct: 47.7
status: "complete, no violations"
r2r_slack_ns: 1.21
postCtsHoldBufs: 0
dieWidth_microns: 96.7
vdd_ir_drop_max_uv: 404
grt_pass1_vias: 1841
yosys-top-cells-area: "dfxtp_1, mux2i_1, nand2b_1, buf_12, buf_8"
clock-skew-final_ns: 0
crit_slowest_cell: "clkdlybuf4s50_1"
syn-instance-count: 245
log.warning_count: 25
drt-total-wl_microns: 5420
crit_start: "internal_buffer[39]"
drive_above_1_share_pct: 7.20
nFillCells: 830
avgSynthCellArea_sq_um: 11.0
rsz0062_at_grt: "no"
crit_path_cell_trace: "clkdlybuf4s50_1"
setup_tns_ns: 0
firstDrtPassIters: 22
core_area_sq_um: 8680
setup.worst_path.end: "buffer_o[39]"
cp_top_family: "buffers and inverters"
reg2reg_to: "internal_buffer[38]"
num_rows: 34
vias: 1895
drtIter0Drc: 65
r2r_start: "internal_buffer[38]"
largest_register_ffs: 64
required_ns: 1.44
clkTransAtPathRegs_ns: 0.07
fmax_mhz: 661
crit_type: "reg -> out"
largest_registers: "internal_buffer (64)"
largest_area_cell: "dfxtp_1"
fp_util_pct: 31.0
placed_cell_area_sq_um: 3750
wl_per_cell_microns: 11.9
cts_buffers: 9
power_density_nw_per_um2: 809
dp_slack_ns: 0.195
design_area_sq_um: 3960
grt_max_degree: 97
worstPathArrival_ns: 1.15
insertion_delay_ns: 0.32
post_synth_num_cell_types: 12
relSlewSlack_pct: 81.4
cts_setup_buffers: 0
pin_count: 100
max_stage_delay_ns: 0.49
globalRouteOverflowTotal: 0
hold_depth: 2
area_growth_pct: 47.3
endpoint_kind: "output pin"
syn_area_sq_um: 2690
ys_cells: 245
io_buffers: 99
grt_pass1_wl_microns: 9060
cts_tree: "built"
clock_path_buffers: 2
post-route-worst-setup-slack_ns: 0.288
cap_violations: 0
cts.sinks: 64
ys.flops: 64
crit_buf_inv: 1
cp.depth: 1
regMostFlops: "internal_buffer"
timing.hold.worst.class: "reg -> reg"
ant_nets: 0
grtUsageTotal_pct: 12.0
worst_pin_slew_ns: 0.279
root_buffer: "clkbuf_8"
chip_area_sq_um: 9340
post-route-period-util_pct: 84.0
grt_antenna_before_repair: 0
period_needed_ns: 1.51
cp_max_fo: 2
finalHoldViolCount: 0
p_leak_nw: 1.59
route.detailed.drc: 0
startpoint_type: "flop"
fin_hold_ws_ns: 0.475
die_y_microns: 96.7
setup_viol: 0
dp_hpwl_microns: 3640
cts-resized-gates: 0
synth.top_cell.area_share_pct: 47.7
yosysWarnings: 1
slew_viol_final: 0
## routing by layer
| metal | vias to the layer above | GRT usage, % | wire, microns | share of wire (%) |
|---|---|---|---|---|
| met3 | 4 | 4.26 | 398 | 7.3 |
| met2 | 61 | 17.0 | 2340 | 43 |
| met5 | - | 0 | 0 | 0 |
| met1 | 841 | 18.3 | 2630 | 48 |
| met4 | 0 | 1.49 | 51 | 0.94 |
| li1 | 989 | - | - | - |
## layout by cell type (no fill, tap or decap), drive strengths merged
master and count:
clkdlybuf4s50 98, or2 1, and2b 1, buf 6
mux2i 64, nand2b 97, dfxtp 64, bufinv 1
nor2 1, clkinv 2, clkbuf 12
## worst min path at each step
stage | from | end | slack (ns)
after global routing | internal_buffer[2] | internal_buffer[2] | 0.49
after CTS | internal_buffer[2] | internal_buffer[2] | 0.48
final | internal_buffer[2] | internal_buffer[2] | 0.47
## stage by stage
step | cells | power, W | utilization (%)
global placement | 440 | 0.00198 | 43.3
floorplan | 245 | 0.00174 | -
global route | 455 | 0.00336 | 45.6
detailed placement | 440 | 0.00198 | 43.3
finish | 455 | 0.00320 | 45.6
CTS | 455 | 0.00327 | 45.6
## final cells by class
class	instances	area [sq um]	area share (%)
well taps	108	135	3.41
repair buffers	104	1060	26.8
clock buffers	12	165	4.17
clock inverters	3	40.0	1.01
flip-flops and latches	64	1280	32.4
multi-input cells	164	1280	32.2
## power by group
group / internal, W / switching (W) / total [W]
Combinational: 0.000292 / 0.000126 / 0.000418
Sequential: 0.00149 / 0.0000384 / 0.00153
Clock: 0.000741 / 0.000516 / 0.00126
Total: 0.00252 / 0.000680 / 0.00320
## Yosys cell counts
cell type  number
clkbuf_2        3
or2_2           1
nand2b_1       97
clkbuf_1        7
buf_12          2
mux2i_1        64
buf_6           1
and2b_2         1
buf_8           2
dfxtp_1        64
nor2_4          1
buf_2           2
## kinds of logic (layout without fill, tap and decap cells)
group	after synthesis	in the layout	share of synthesized area, %
buffers and inverters	17	119	4.93
flip-flops	64	64	47.7
multiplexers	64	64	23.8
AND/OR/NAND/NOR	100	100	23.6
Power and IR drop assume default switching activity.
